`flow/design.v`:
```
module cache_RAM #(parameter N=6, W=32) (
	input logic [N-1:0] Ad,
	input logic [W-1:0] Din,
	input logic Clk, En,
	output logic [W-1:0] Dout);
	logic [W-1:0] array[2**N-1:0];
	assign Dout = array[Ad];
	always_ff @ (posedge Clk)
		if(En) array[Ad] <= Din;
	initial begin
		for (int k = 0; k < 2**N - 1; k = k + 1) begin
			array[k] = 0;
		end
	end
endmodule
module cache_1bit_RAM #(parameter N=6) (
	input logic [N-1:0] Ad,
	input logic Din,
	input logic Clk, En,
	output logic Dout);
	logic array[2**N-1:0];
	assign Dout = array[Ad];
	always_ff @ (posedge Clk)
		if(En) array[Ad] <= Din;
	initial begin
		for (int k = 0; k < 2**N - 1; k = k + 1) begin
			array[k] = 0;
		end
	end
endmodule
module Memory (
	input logic MemToReg_M,
	input logic [4:0] F,
	input logic [1:0] Ad,
	input logic [31:0] WD, Mout,
	output logic [31:0] RD, MemIn,
	output logic MemEn);
	logic [31:0] WB0, WB1, WB2, WB3, WH0, WH1, WH2, SignB0, SignB1, SignB2, SignB3, ZeroB0, ZeroB1, ZeroB2, ZeroB3, SignH0, SignH1, SignH2, ZeroH0, ZeroH1, ZeroH2;
	logic[31:0] temp1, temp2, temp3, temp4, temp5, temp6, temp7, temp8, temp9, temp10, WBout, WHout, WBWHout, B01out, B23out, H01out, Bout, Hout,SignZeroOut;
	logic s0, s1, s2;
	assign s1 = F[0];
	assign s2 = F[1];
	assign s0 = F[2];
	assign MemEn = F[4] & F[3] & MemToReg_M;
	assign WB0 = {Mout[31:8], WD[7:0]};
	assign WB1 = {Mout[31:16], WD[7:0], Mout[7:0]};
	assign WB2 = {Mout[31:24], WD[7:0], Mout[15:0]};
	assign WB3 = {WD[7:0], Mout[23:0]};
	assign WH0 = {Mout[31:16], WD[15:0]};
	assign WH1 = {Mout[31:24], WD[15:0], Mout[7:0]};
	assign WH2 = {WD[15:0], Mout[15:0]};
	assign SignB0 = {{24{Mout[7]}}, Mout[7:0]};
	assign SignB1 = {{24{Mout[15]}}, Mout[15:8]};
	assign SignB2 = {{24{Mout[23]}}, Mout[23:16]};
	assign SignB3 = {{24{Mout[31]}}, Mout[31:24]};
	assign SignH0 = {{16{Mout[15]}}, Mout[15:0]};
	assign SignH1 = {{16{Mout[23]}}, Mout[23:8]};
	assign SignH2 = {{16{Mout[31]}}, Mout[31:16]};
	assign ZeroB0 = {24'd0, Mout[7:0]};
	assign ZeroB1 = {24'd0, Mout[15:8]};
	assign ZeroB2 = {24'd0, Mout[23:16]};
	assign ZeroB3 = {24'd0, Mout[31:24]};
	assign ZeroH0 = {16'd0, Mout[15:0]};
	assign ZeroH1 = {16'd0, Mout[23:8]};
	assign ZeroH2 = {16'd0, Mout[31:16]};
	assign temp1 = Ad[0]? WB1:WB0;
	assign temp2 = Ad[0]? WB3:WB2;
	assign temp3 = Ad[0]? WH1:WH0;
	assign WBout = Ad[1]? temp2:temp1;
	assign WHout = Ad[1]? WH2: temp3;
	assign WBWHout = s1? WHout:WBout;
	assign MemIn = s2? WD:WBWHout;
	assign temp4 = s0? ZeroB0:SignB0;
	assign temp5 = s0? ZeroB1:SignB1;
	assign temp6 = s0? ZeroB2:SignB2;
	assign temp7 = s0? ZeroB3:SignB3;
	assign temp8 = s0? ZeroH0:SignH0;
	assign temp9 = s0? ZeroH1:SignH1;
	assign temp10 = s0? ZeroH2:SignH2;
	assign B01out = Ad[0]? temp5:temp4;
	assign B23out = Ad[0]? temp7:temp6;
	assign H01out = Ad[0]? temp9:temp8;
	assign Bout = Ad[1]? B23out:B01out;
	assign Hout = Ad[1]? temp10: H01out;
	assign SignZeroOut = s1? Hout:Bout;
	assign RD = s2? Mout:SignZeroOut;
endmodule
```
`flow/run.sh`:
```
#!/bin/bash
# OpenROAD 26Q1-2900-gdf79404cd8, Yosys 0.63+post, stock flow scripts
make -C /OpenROAD-flow-scripts/flow DESIGN_CONFIG=/design/flow/config.mk WORK_HOME=/design/flow/orfs finish
```
`flow/config.mk`:
```
export PLATFORM = sky130hd
export DESIGN_NAME = Memory
export DESIGN_NICKNAME = Memory
export VERILOG_FILES = /design/flow/design.v
export SDC_FILE = /design/flow/constraint.sdc
export NUM_CORES = 4
export LEC_CHECK = 1
export CORE_AREA = 10 10 104 104
export DIE_AREA = 0 0 114 114
```
`flow/constraint.sdc`:
```
current_design Memory

set clk_period 3.7
set clk_io_pct 0.2

create_clock -name clk0 -period $clk_period

set non_clock_inputs [all_inputs -no_clocks]
set_input_delay [expr $clk_period * $clk_io_pct] -clock clk0 $non_clock_inputs
set_output_delay [expr $clk_period * $clk_io_pct] -clock clk0 [all_outputs]
```
==> run notes <==
Flow results are below.

- In this run the worst path has a maximum fanout of 44.
- The pre-CTS worst setup slack is 0.08104 ns, for reference.
- Counting both buffers and inverters, the worst setup path holds a total of 3.
- The number of remaining DRC errors is 0, for reference.
- The via density per instance is 5.076, for reference.
- The number of logic stages on the critical path including buffering is 6, for reference.
- The area fraction of the largest cell type after synthesis is 0.07592.
- The start-to-end type of the worst setup path is primary input to output port, for reference.
- The cell area after layout is 3334 um2, for reference.
- Note, the detailed placer reported a final HPWL of 8463 um.
- Sorting the Yosys area breakdown by cell type puts at the top sky130_fd_sc_hd__nand2_1.
- The total number of warnings across the stage logs is 32, for reference.
- The number of antenna violations at the first check in global routing is 0, for reference.
- In the synthesized netlist, the cells that appear most often are sky130_fd_sc_hd__nand2_1 (39), sky130_fd_sc_hd__nand3_1 (23), sky130_fd_sc_hd__o21ai_0 (23).
- The count of antenna-violating nets left after detailed routing is 0, for reference.
- The share of the core filled by cells before placement is 0.2222, for reference.
- The min-delay analysis places its worst path in the category primary input to output port.
- The share of synthesized cell area in and, or, nand and nor gates is 0.3498, for reference.
- The area taken by sequential standard cells is reported as 0 um2.
- The growth of design area from synthesis to finish is 72.94%, for reference.
- The first-pass GRT wire length is 15,350 um, for reference.
- The via count of the first global-routing pass was 2,632.
- At the pin with the least slew margin, the transition time is 0.5178 ns.
- Post-route period utilization is reported as 0.9634.
- The biggest combinational cell group after synthesis is AND-OR/OR-AND gates, for reference.
- The fmax is 280.5 MHz, for reference.
- The final hold violation count recorded for this run is 0.
- Once placement finished, the instance area stood at 3332 um2.
- The kind of end point of the critical path is an output port, for reference.
- The Yosys step of the flow raised 0 warnings.
- The flow ran to the end, and the final reports show no timing, DRC or antenna violations.
- The average size of a mapped cell is 6.514 um2, for reference.
- The last weighted congestion value of the routability-driven placer is 0.9265, for reference.
- The share of the Yosys chip area taken by registers is 0.
- Yosys attributes the largest share of cell area to sky130_fd_sc_hd__nand2_1 (7.6%), sky130_fd_sc_hd__nor2b_1 (6.8%), sky130_fd_sc_hd__nand3_1 (6.0%).
- Broken down by cell family, the worst path's largest delay share belongs to buffers and inverters.
- Per the power-grid run, VDD falls by no more than 0.03992 mV.
- In this run the vertical extent of the chip is 114 um.
- Per the summary, power density relative to cell area is 130.1 nW/um2.
- The setup slack of the critical path after layout is 0.1352 ns, for reference.
- Entering global routing, the biggest net connects 45 pins.
- Per the placement log, port buffering inserted 137 buffers.
- The required time at the worst endpoint is listed as 2.96 ns.
- The setup violation total in the final timing report is 0, for reference.
- Of the total synthesized cell area, the portion taken by XOR and XNOR cells is 0.
- 0 antenna diodes ended up in the layout.
- Summed over all routing layers, the global router reports a total usage of 0.1453.
- The standard cell core area is 8678 um2, for reference.
- The area of the synthesized netlist per yosys stat is 1928 um2, for reference.
- The number of non-filler instances in the completed layout is 523, for reference.
- In the final routed layout, each cell accounts on average for 19.42 um.
- In the finished layout, the clock tree contains a buffer count of 0.
- The timing report shows that the slowest cell on the worst path is sky130_fd_sc_hd__clkdlybuf4s50_1.
- Per the final layout report, the fraction of cells sized above drive strength 1 comes to 0.09880.
- The worst slew slack as a fraction of its limit is 0.6533, for reference.
- Per the synthesis report, the AND-OR/OR-AND share of the synthesized area is 0.4335.
- The final max-slew violation count is 0, for reference.
- The first-pass iteration count of the detailed router is 6, for reference.
- The full die area is 13,000 um2, for reference.
- The adder and majority gate portion of the synthesized area is 0, for reference.
- The DRC violation total after the first TritonRoute iteration is 175, for reference.
- In the finished design the tool counted flip-flops and latches totalling 0.
- The summed negative setup slack over all endpoints is 0 ns, for reference.
- The detailed router placed 2,655 vias in this run.
- Before any placement, the netlist area is recorded as 1928 um2.
- The number of cells reported by Yosys stat comes to 296.
- In the hold timing report, the worst path depth is 4.
- The script extracted a total leakage power of 1.398 nW.
- Setup repair after global routing left no endpoint under its margin.
- In this design, the critical path's most frequently occurring cell is sky130_fd_sc_hd__clkdlybuf4s50_1.
- The most used standard cell by instance count after synthesis is sky130_fd_sc_hd__nand2_1, for reference.
- The netlist uses 45 different library cells.
- The final critical path time including I/O delays and setup is 3.565 ns, for reference.
- The kind of launch point of the worst setup path is a primary input, for reference.
- Measured along the x axis, the die boundary spans 114 um.
- In the post-route report, total wirelength is listed as 10,160 um.
- The fraction of synthesized area in multiplexers is 0.07657, for reference.
- Per STA, the highest per-stage delay on the worst path measures 0.55 ns.
- The number of placement rows is 34, for reference.
- In this run the critical path is formed by clkdlybuf4s50_1 > buf_12 > nand2b_1 > o22ai_1 > a222oi_1 > clkdlybuf4s50_1.
- On the critical path the data arrives at 2.82 ns.
- The number of placed instances, taps included is 523, for reference.
- The I/O pin count is 137, for reference.
- In the synthesized netlist, the number of instances is 296.
- The total overflow left after global routing is 0.
- The number of max-capacitance violations reported is 0, for reference.
## per-layer routing
metal  GRT usage  wire, um  vias up  part of all wire
met4    0.009190        36        0            0.0035
li1            -         -     1338                 -
met3     0.03402       741        2             0.073
met2      0.2327      4739       91              0.47
met1      0.2020      4638     1224              0.46
met5           0         0        -                 0
## cell usage in the layout (no fill, tap or decap), drive strengths merged, types with 2 or more instances in the layout
| cell type | count |
|---|---|
| a211oi | 7 |
| o21bai | 2 |
| buf | 17 |
| and2 | 8 |
| o211ai | 8 |
| o22ai | 7 |
| a222oi | 7 |
| nand3 | 24 |
| o211a | 7 |
| a21oi | 17 |
| clkdlybuf4s50 | 134 |
| and3b | 9 |
| nor2b | 21 |
| o21ai | 25 |
| o2bb2ai | 9 |
| nand2b | 8 |
| o41ai | 7 |
| inv | 14 |
| mux2 | 11 |
| mux2i | 2 |
| nand2 | 40 |
| a22oi | 9 |
| nor2 | 10 |
## path summary, 6_finish.rpt
kind | startpoint | end
min | F[1] | RD[15]
max | F[0] | RD[6]
## stage by stage
step	utilization	total power, W	hold slack [ns]
after floorplan	-	0.0001657	1.532
after global placement	0.3839	0.0004397	2.228
after detailed placement	0.3839	0.0004371	2.227
after CTS	0.3839	0.0004398	2.228
after global routing	0.3842	0.0004738	2.275
final	0.3842	0.0004340	2.217
## logic make-up after synthesis
| logic type | after synthesis |
|---|---|
| and+or+nand+nor | 126 |
| AOI/OAI and AO/OA | 110 |
| buffers and inverters | 47 |
| muxes | 13 |
## area by class of cell
class	instances	area [um2]
multi-input cells	249	1658
well taps	108	135.1
inverters	14	52.55
repair buffers	152	1489
fillers	925	5344
## report_power, final
| part | switching (W) | internal [W] | leakage, nW |
|---|---|---|---|
| registers | 0 | 0 | 0 |
| clock network | 0 | 0 | 0 |
| logic | 0.000173 | 0.000261 | 1.40 |
| total | 0.000173 | 0.000261 | 1.40 |
## what timing repair did
| item | 4_1_cts | 5_1_grt |
|---|---|---|
| setup endpoints to repair | 0 | 21 |
| setup buffers | 0 | 0 |
| hold buffers | 0 | 0 |
| resized | 0 | 1 |
Power and IR drop assume default switching activity.
