==> /design/flow/design.v <==
module cache_8way_controller (
	input logic [4:0] F,
	input logic clk,		 
	input logic [31:0] data_fromcpu,	 
	input logic [16:0] addr_cpu,	 
	input logic [31:0] data_fromsram,	 
	input logic sram_stalled,	 
	output logic rd_sram,		 
	output logic wr_sram,		 
	output logic [31:0] data_tocpu,	 
	output logic [31:0] data_tosram,  
	output logic hit,
	output logic rd_cpu, wr_cpu, lru_RD0, lru_RD1, hit_w0, hit_w1, valid_RD0, valid_RD1, wrtag_en0, wrtag_en1
);
	logic [8:0] tag_WD0, tag_WD1, tag_no, tag_RD0, tag_RD1; 
	logic valid_WD0, valid_WD1, lru_WD0, lru_WD1,   wrvalid_en0, wrvalid_en1, wrdata_en0, wrdata_en1, wrlru_en0, wrlru_en1 ;
	logic [31:0] data_WD0, data_WD1, read_data, data_RD0, data_RD1, cache_data;
	logic [7:0] set_no;
	assign cache_data = (hit_w0)? data_RD0 : data_RD1;	
	assign data_tocpu = hit? cache_data : data_fromsram;
	assign set_no = addr_cpu[7:0];
	assign tag_no = addr_cpu[16:8];
	cache_RAM #(8, 9) tag_way0(set_no, tag_WD0, clk, wrtag_en0, tag_RD0);
	cache_RAM #(8, 9) tag_way1(set_no, tag_WD1, clk, wrtag_en1, tag_RD1);
	cache_1bit_RAM #(8) valid_way0(set_no, valid_WD0, clk, wrvalid_en0, valid_RD0);
	cache_1bit_RAM #(8) valid_way1(set_no, valid_WD1, clk, wrvalid_en1, valid_RD1);
	cache_RAM #(8, 32) data_way0(set_no, data_WD0, clk, wrdata_en0, data_RD0);
	cache_RAM #(8, 32) data_way1(set_no, data_WD1, clk, wrdata_en1, data_RD1);
	cache_1bit_RAM #(8) LRU_way0(set_no, lru_WD0, clk, wrlru_en0, lru_RD0);
	cache_1bit_RAM #(8) LRU_way1(set_no, lru_WD1, clk, wrlru_en1, lru_RD1);
	assign hit_w0 = valid_RD0 & (tag_no == tag_RD0);
	assign hit_w1 = valid_RD1 & (tag_no == tag_RD1);
	assign hit = hit_w0 | hit_w1;
	assign rd_cpu = F[4] & ~F[3] & ~F[2] & F[1] & F[0];
	assign wr_cpu = F[4] & F[3] & ~F[2] & F[1] & F[0];
	always_comb begin
		lru_WD0 = 1'b0;
		lru_WD1 = 1'b0;
		wrlru_en0 = 1'b0;
		wrlru_en1 = 1'b0;
		rd_sram = 1'b0;
		wr_sram = 1'b0;
		tag_WD0 = tag_no;
		tag_WD1 = tag_no;
		wrtag_en0 = 1'b0;
		wrtag_en1 = 1'b0;
		valid_WD0 = 1'b0;
		valid_WD1 = 1'b0;
		wrvalid_en0 = 1'b0;
		wrvalid_en1 = 1'b0;
		data_WD0 = data_fromcpu;
		data_WD1 = data_fromcpu;		
		wrdata_en0 = 1'b0;
		wrdata_en1 = 1'b0;
		data_tosram = data_fromcpu;
	if (rd_cpu) begin		 
		if (hit) begin	 
			if (hit_w0) begin		 
				lru_WD0 = 1'b1;				 
				wrlru_en0 = 1'b1;
				if (lru_RD1) begin		 
				 lru_WD1 = 1'b0;
				 wrlru_en1 = 1'b1;
				end
			end
			else if (hit_w1) begin  
				lru_WD1 = 1'b1;
				wrlru_en1 = 1'b1;
				if (lru_RD0) begin		 
				 lru_WD0 = 1'b0;
				 wrlru_en0 = 1'b1;
				end
			end
		end
		else begin	 
				rd_sram = 1'b1;		 
				wr_sram = 1'b0;
				if (~sram_stalled) begin
					if (~lru_RD0) begin		 
						tag_WD0 = tag_no;
						wrtag_en0 = 1'b1;
						valid_WD0 = 1'b1;
						wrvalid_en0 = 1'b1;
						data_WD0 = data_fromsram;
						wrdata_en0 = 1'b1;
						lru_WD0 = 1'b1;
						wrlru_en0 = 1'b1;
						if (lru_RD1) begin
							lru_WD1 = 1'b0;
							wrlru_en1 = 1'b1;
						end
					end
					else if (~lru_RD1) begin  
						tag_WD1 = tag_no;
						wrtag_en1 = 1'b1;
						valid_WD1 = 1'b1;
						wrvalid_en1 = 1'b1;
						data_WD1 = data_fromsram;
						wrdata_en1 = 1'b1;
						lru_WD1 = 1'b1;
						wrlru_en1 = 1'b1;
						if (lru_RD0) begin			 
							lru_WD0 = 1'b0;
							wrlru_en0 = 1'b1;
						end
					end
				end
		end
	end
	else if (wr_cpu) begin		 
			rd_sram = 1'b0;
			wr_sram = 1'b1;
			data_tosram = data_fromcpu; 
		if (hit) begin		 
			if(hit_w0) begin		 
				tag_WD0 = tag_no;
				wrtag_en0 = 1'b1;
				valid_WD0 = 1'b1;
				wrvalid_en0 = 1'b1;
				data_WD0 = data_fromcpu;
				wrdata_en0 = 1'b1;
				lru_WD0 = 1'b1;
				wrlru_en0 = 1'b1;
				if (lru_RD1) begin
					lru_WD1 = 1'b0;
					wrlru_en1 = 1'b1;
				end
			end
			else if (hit_w1) begin		 
			tag_WD1 = tag_no;
			wrtag_en1 = 1'b1;
			valid_WD1 = 1'b1;
			wrvalid_en1 = 1'b1;
			data_WD1 = data_fromcpu;
			wrdata_en1 = 1'b1;
			lru_WD1 = 1'b1;
			wrlru_en1 = 1'b1;
				if (lru_RD0) begin
					lru_WD0 = 1'b0;
					wrlru_en0 = 1'b1;
				end
			end
		end
	end
	else begin  
		wrtag_en0 = 1'b0;
		wrtag_en1 = 1'b0;
		wrvalid_en0 = 1'b0;
		wrvalid_en1 = 1'b0;
		wrdata_en0 = 1'b0;
		wrdata_en1 = 1'b0;
		wrlru_en0 = 1'b0;
		wrlru_en1 = 1'b0;
		rd_sram = 1'b0;
		wr_sram = 1'b0;
	end
end	
endmodule
module cache_RAM #(parameter N=6, W=32) (
	input logic [N-1:0] Ad,
	input logic [W-1:0] Din,
	input logic Clk, En,
	output logic [W-1:0] Dout);
	logic [W-1:0] array[2**N-1:0];
	assign Dout = array[Ad];
	always_ff @ (posedge Clk)
		if(En) array[Ad] <= Din;
	initial begin
		for (int k = 0; k < 2**N - 1; k = k + 1) begin
			array[k] = 0;
		end
	end
endmodule
module cache_1bit_RAM #(parameter N=6) (
	input logic [N-1:0] Ad,
	input logic Din,
	input logic Clk, En,
	output logic Dout);
	logic array[2**N-1:0];
	assign Dout = array[Ad];
	always_ff @ (posedge Clk)
		if(En) array[Ad] <= Din;
	initial begin
		for (int k = 0; k < 2**N - 1; k = k + 1) begin
			array[k] = 0;
		end
	end
endmodule
module Memory (
	input logic MemToReg_M,
	input logic [4:0] F,
	input logic [1:0] Ad,
	input logic [31:0] WD, Mout,
	output logic [31:0] RD, MemIn,
	output logic MemEn);
	logic [31:0] WB0, WB1, WB2, WB3, WH0, WH1, WH2, SignB0, SignB1, SignB2, SignB3, ZeroB0, ZeroB1, ZeroB2, ZeroB3, SignH0, SignH1, SignH2, ZeroH0, ZeroH1, ZeroH2;
	logic[31:0] temp1, temp2, temp3, temp4, temp5, temp6, temp7, temp8, temp9, temp10, WBout, WHout, WBWHout, B01out, B23out, H01out, Bout, Hout,SignZeroOut;
	logic s0, s1, s2;
	assign s1 = F[0];
	assign s2 = F[1];
	assign s0 = F[2];
	assign MemEn = F[4] & F[3] & MemToReg_M;
	assign WB0 = {Mout[31:8], WD[7:0]};
	assign WB1 = {Mout[31:16], WD[7:0], Mout[7:0]};
	assign WB2 = {Mout[31:24], WD[7:0], Mout[15:0]};
	assign WB3 = {WD[7:0], Mout[23:0]};
	assign WH0 = {Mout[31:16], WD[15:0]};
	assign WH1 = {Mout[31:24], WD[15:0], Mout[7:0]};
	assign WH2 = {WD[15:0], Mout[15:0]};
	assign SignB0 = {{24{Mout[7]}}, Mout[7:0]};
	assign SignB1 = {{24{Mout[15]}}, Mout[15:8]};
	assign SignB2 = {{24{Mout[23]}}, Mout[23:16]};
	assign SignB3 = {{24{Mout[31]}}, Mout[31:24]};
	assign SignH0 = {{16{Mout[15]}}, Mout[15:0]};
	assign SignH1 = {{16{Mout[23]}}, Mout[23:8]};
	assign SignH2 = {{16{Mout[31]}}, Mout[31:16]};
	assign ZeroB0 = {24'd0, Mout[7:0]};
	assign ZeroB1 = {24'd0, Mout[15:8]};
	assign ZeroB2 = {24'd0, Mout[23:16]};
	assign ZeroB3 = {24'd0, Mout[31:24]};
	assign ZeroH0 = {16'd0, Mout[15:0]};
	assign ZeroH1 = {16'd0, Mout[23:8]};
	assign ZeroH2 = {16'd0, Mout[31:16]};
	assign temp1 = Ad[0]? WB1:WB0;
	assign temp2 = Ad[0]? WB3:WB2;
	assign temp3 = Ad[0]? WH1:WH0;
	assign WBout = Ad[1]? temp2:temp1;
	assign WHout = Ad[1]? WH2: temp3;
	assign WBWHout = s1? WHout:WBout;
	assign MemIn = s2? WD:WBWHout;
	assign temp4 = s0? ZeroB0:SignB0;
	assign temp5 = s0? ZeroB1:SignB1;
	assign temp6 = s0? ZeroB2:SignB2;
	assign temp7 = s0? ZeroB3:SignB3;
	assign temp8 = s0? ZeroH0:SignH0;
	assign temp9 = s0? ZeroH1:SignH1;
	assign temp10 = s0? ZeroH2:SignH2;
	assign B01out = Ad[0]? temp5:temp4;
	assign B23out = Ad[0]? temp7:temp6;
	assign H01out = Ad[0]? temp9:temp8;
	assign Bout = Ad[1]? B23out:B01out;
	assign Hout = Ad[1]? temp10: H01out;
	assign SignZeroOut = s1? Hout:Bout;
	assign RD = s2? Mout:SignZeroOut;
endmodule
==> /design/flow/run.sh <==
#!/bin/bash
# OpenROAD 26Q1-2900-gdf79404cd8, Yosys 0.63+post, stock flow scripts
make -C /OpenROAD-flow-scripts/flow DESIGN_CONFIG=/design/flow/config.mk WORK_HOME=/design/flow/orfs finish
==> /design/flow/config.mk <==
export PLATFORM = sky130hd
export DESIGN_NAME = cache_8way_controller
export DESIGN_NICKNAME = cache_8way_controller
export VERILOG_FILES = /design/flow/design.v
export SDC_FILE = /design/flow/constraint.sdc
export NUM_CORES = 4
export LEC_CHECK = 1
export CORE_UTILIZATION = 40
export SYNTH_MEMORY_MAX_BITS = 65536
==> /design/flow/constraint.sdc <==
current_design cache_8way_controller

set clk_period 372.7
set clk_io_pct 0.2

create_clock -name clk0 -period $clk_period [get_ports {clk}]

set non_clock_inputs [all_inputs -no_clocks]
set_input_delay [expr $clk_period * $clk_io_pct] -clock clk0 $non_clock_inputs
set_output_delay [expr $clk_period * $clk_io_pct] -clock clk0 [all_outputs]
==> summary.txt <==
flow finished, numbers: crit share post-route=between 40% and 50%, crit path launch type=input pin, Largest stage delay, worst path=around 1000 ps, final core occ=45.9%, final setup violation count=0, wire length per cell=41.2 um, placed insts=63999, sequential share of the synthesized area=77.8%, Critical Path Slowest Stage Cell=o31ai_1, reg2reg setup slack=362520 ps, antenna-violating nets left=0, Yosys chip area=~0.84 mm2, Tmin final=around 160000 ps, Switching Fraction=~22%, Post-Route Hold Slack=~440 ps, path type of the worst setup path=input pin to output port, Die H=around 1500 um, Max Fclk=slightly above 6 MHz, post-route clock skew=between 150 and 200 ps, Syn Inst Count=approximately 35000, I/O Buffers=approximately 160, Synth-to-Final Area Change=14.5%, count of different cell masters after synthesis=86, fp util=40.1%, first-pass GRT wire length=around 3800000 um, CTS HTree Levels=8, sequential group share of total power=a little over half, grt total ovfl=0, gr usage total=29.6%, drt pass-1 iters=6, initial antenna violation count=279, largest net degree at the start of global routing=between 100 and 150, core area=2.10 mm2, filler cell count=168418, Critical Path Fanout Max=roughly 80, final cell count without fillers=~70000, VDD IR-drop max=~0.0044 mV, Hold Buf Count CTS=0, Crit path top cell by count=buf_4, asr flop ratio synth=0%, r2r startpoint=tag_way1.array[196][0], maxcap violations=2, Worst-Margin Slew=1920 ps, ys cells=roughly 35000, Int Power=between 4 and 5 mW, Via Count=around 410k, Post-DP HPWL=between 1500000 and 2000000 um, violated checks=capacitance limit, slew limit, Worst Hold Class=flop to flop, final-report hold violation count=0, Worst R2R End=data_way0.array[57][1], synthesized area=approximately 0.84 mm2, ys flop type=edfxtp_1, placed cell areas=0.894 mm2, Crit path required time=298160 ps, root buf cell=clkbuf_16, vias in the first global route=between 400k and 500k, Post-synth EDFFs=~22000, maximum root-to-sink buffer count=6, RSZ-0062 raised after global routing=no, Flops after synth=between 20000 and 25000, WHS Endpoint=valid_way1.array[166], Syn Area/Cell=approximately 24 um2, global placement routability congestion=0.966, tool warnings=~94, # rows=533, hold_sp=valid_way1.array[166], worst slack, placed=about 210000 ps, CTS tree=yes, worst relative slew slack=-28.9%, Latency at later pin=about 1500 ps, Worst-path clk slew=roughly 60 ps, Cell Pwr Density=about 5.4 mW/mm2, hold path cells=2, Clock power frac=42.3%, Sw Pwr=around 1.1 mW, Gate power share=approximately 5.4%, layout cells sized above 1=between 30% and 40%, setup TNS=0 ps, cell count of the worst reg-to-reg path=20, Final Max Tran Viols=22, crit path launch=addr_cpu[0], Die Span X=between 1000 and 1500 um, Leak=298 nW, post_cts resized=0, Die ar.=about 2.1 mm2, Crit. End Element=output port, Final WS setup=211940 ps, CP arrival=between 80000 and 90000 ps, outcome=finished with violations, Clock Sinks=between 20000 and 25000, Power Total=about 5.2 mW, top-level I/O count=165, CTS Buf Count=around 2300, total wire length=roughly 2800000 um, post-CTS setup buffer count=0, post-DR vias/cell=6.00, Yosys Warn Count=4, DRC marker count from the first detailed-route iteration=approximately 32000, drt drc=0, critical-path cell list=buf_16 > buf_4 > buf_4 > buf_4 > buf_4 > buf_4 > buf_4 > buf_4 > buf_4 > buf_4 > mux4_2 > mux4_2 > mux2i_2 > buf_4 > o211ai_1 > buf_4 > o31ai_1 > o221ai_1 > clkdlybuf4s50_1, Finished Cell Area=approximately 0.97 mm2
==> worst max-delay path by stage <==
| stage | end | cells past startpoint | slack, ps |
|---|---|---|---|
| final | data_tocpu[26] | 19 | 211940 |
| after global routing | data_tocpu[26] | 19 | 211500 |
| after CTS | data_tocpu[26] | 19 | 211940 |
==> critical path, delay by kind of cell <==
family                 cells  cell delay, ps
multiplexers               3            1870
buffers and inverters     13            7160
AND-OR/OR-AND              3            2020
==> synth_stat cells (all sizes together) (5+ instances only) <==
| library cell | n | area share, % |
|---|---|---|
| o21bai | 256 | 0.23 |
| o211ai | 29 | 0.026 |
| a21oi | 134 | 0.079 |
| edfxtp | 21504 | 77 |
| or4 | 5 | 0.0049 |
| nor2b | 12 | 0.0089 |
| mux4 | 6429 | 17 |
| clkbuf | 786 | 0.35 |
| nand4 | 68 | 0.050 |
| o221ai | 9 | 0.0093 |
| o21ai | 54 | 0.032 |
| or3 | 5 | 0.0037 |
| mux2i | 733 | 0.87 |
| a211oi | 20 | 0.018 |
| nand4b | 8 | 0.0083 |
| nand2 | 466 | 0.21 |
| a31o | 5 | 0.0052 |
| nor4bb | 5 | 0.0059 |
| a31oi | 36 | 0.027 |
| and2 | 7 | 0.0052 |
| nor3 | 544 | 0.32 |
| a32oi | 8 | 0.0083 |
| nor4 | 29 | 0.022 |
| a2111oi | 8 | 0.0092 |
| inv | 273 | 0.12 |
| and4b | 6 | 0.0071 |
| mux2 | 87 | 0.12 |
| a41oi | 8 | 0.0083 |
| o311ai | 15 | 0.016 |
| xnor2 | 7 | 0.0073 |
| o22ai | 45 | 0.033 |
| or2 | 5 | 0.0037 |
| nand2b | 14 | 0.010 |
| a22oi | 679 | 0.60 |
| nand3 | 207 | 0.12 |
| dfxtp | 512 | 1.2 |
| o31a | 6 | 0.0062 |
| and3 | 16 | 0.012 |
| a22o | 53 | 0.055 |
| a211o | 5 | 0.0052 |
| o31ai | 268 | 0.24 |
| a221oi | 73 | 0.078 |
| nor2 | 621 | 0.28 |
| buf | 1350 | 0.99 |
==> metal layers <==
| layer | vias to the layer above | part of all wire (%) | global-route usage (%) | routed length (um) |
|---|---|---|---|---|
| li1 | 159201 | - | - | - |
| met1 | 206167 | 24 | 26.1 | 689000 |
| met2 | 38999 | 43 | 38.6 | 1210000 |
| met3 | 6858 | 25 | 32.2 | 702000 |
| met4 | 498 | 7.0 | 15.6 | 199000 |
| met5 | - | 0.90 | 11.6 | 25400 |
==> final cells by class <==
cell class                 count  area, um2  area share, %
inverter                     273       1060          0.110
antenna                      652       1630          0.169
multi-input combinational  11049     181000           18.7
clock inverter              1204      11200           1.15
timing repair buffer        2578      21100           2.19
tap                        28087      35100           3.64
sequential                 22016     656000           67.9
clock buffer                2800      59500           6.16
==> sequential cells by signal, summed over array words and instances (netlist names) <==
register / flops
LRU_way0.array: 256
tag_way0.array: 2304
tag_way1.array: 2304
valid_way1.array: 256
valid_way0.array: 256
data_way0.array: 8192
LRU_way1.array: 256
data_way1.array: 8192
==> logic make-up after synthesis <==
logic type / after synthesis / share of synthesized area, %
compound gates: 1749 / 1.53
mux: 7249 / 18.1
buf+inv: 2409 / 1.46
xor+xnor: 11 / 0.0114
flops: 22016 / 77.8
fa+ha+maj: 2 / 0.00297
simple gates: 2038 / 1.09
==> cells in the final DEF, fill, tap and decap left out, drive strengths merged, types with 9 or more instances in the layout <==
master and instances:
edfxtp 21504, mux4 6429, clkbuf 2801, buf 2433
clkinv 912, mux2i 733, a22oi 679, diode 652
nor2 621, nor3 544, dfxtp 512, nand2 466
inv 370, o31ai 268, o21bai 256, nand3 207
bufinv 144, clkdlybuf4s50 144, a21oi 134, mux2 87
a221oi 73, nand4 68, o21ai 54, a22o 53
clkinvlp 51, o22ai 45, a31oi 36, o211ai 29
nor4 29, a211oi 20, and3 16, o311ai 15
nand2b 14, nor2b 12, o221ai 9
==> power by group through the flow <==
| stage | Sequential [mW] | Combinational (mW) | Clock, mW |
|---|---|---|---|
| CTS | 2.72 | 0.273 | 2.22 |
| global route | 2.71 | 0.288 | 2.31 |
| finish | 2.72 | 0.279 | 2.20 |
No activity file was given, so power comes from the tool's default toggle rates.
